**flow/config.mk**
```make
export PLATFORM = sky130hd
export DESIGN_NAME = lp_filter
export DESIGN_NICKNAME = lp_filter
export VERILOG_FILES = /design/flow/design.v
export SDC_FILE = /design/flow/constraint.sdc
export NUM_CORES = 4
export LEC_CHECK = 1
export CORE_AREA = 10 10 97 97
export DIE_AREA = 0 0 107 107
```
**flow/constraint.sdc**
```tcl
current_design lp_filter

set clk_period 6.7
set clk_io_pct 0.2

create_clock -name clk0 -period $clk_period [get_ports {clk}]

set non_clock_inputs [all_inputs -no_clocks]
set_input_delay [expr $clk_period * $clk_io_pct] -clock clk0 $non_clock_inputs
set_output_delay [expr $clk_period * $clk_io_pct] -clock clk0 [all_outputs]
```
**flow/design.v**
```verilog
module lp_filter(
	input logic clk, input logic reset_n,
	input logic [15:0] d,
	output logic [15:0] q
);
	logic [15:0] delay = 0;
	always_ff@(posedge clk)
		if(reset_n == 0)
			delay <= 0;
		else
			delay <= d;
	logic [16:0] sum = 0;
	always_ff@(posedge clk)
		if(reset_n == 0)
			sum <= 0;
		else
			sum <= d + delay;
	assign q = sum[16:1];
endmodule
```
**flow/run.sh**
```bash
#!/bin/bash
# OpenROAD 26Q1-2900-gdf79404cd8, Yosys 0.63+post, stock flow scripts
make -C /OpenROAD-flow-scripts/flow DESIGN_CONFIG=/design/flow/config.mk WORK_HOME=/design/flow/orfs finish
```
==> metrics.yaml <==
clock_tree:
  cts_sinks: 32
  cts-root-buf: "clkbuf_8"
  clk_latency_ns: 0.28
  clk_pin_slew_ns: 0.06
  cts_tree: "built"
  post_cts_buffers: 0
  htreeDepth: 2
  cts_made_buffers: 5
  clk_path_buf_depth: 2
  holdBufCountCts: 0
  postCtsResizedCells: 0
flow_run:
  tool_warnings: 25
  drv_cap: 0
logic_synthesis:
  ys_seq_frac: 0.398
  ys_area_mm2: 0.00161
  syn-cell-area_mm2: 0.00161
  ys_cells: 174
  syn_inst: 174
  synthArstFlopShare: 0
  yosysWarnings: 1
  yosys.cell_count.top_type: "dfxtp_1"
  syn_avg_cell_area_um2: 9.24
  common_cells: "32 x dfxtp_1, 19 x and2_1, 15 x ha_1, 14 x nand2_1, 13 x a21oi_1"
  synth.largest_area_cell: "dfxtp_1"
  ys_types: 34
  top_cell_area_share: 0.398
  ff_type: "dfxtp_1"
  edf_count: 0
  synth_flops: 32
  area_leaders: "dfxtp_1 40%, ha_1 12%, and2_1 7.4%"
placement:
  placed_cell_area_mm2: 0.00204
  gp_congestion: 0.844
  io_buffers: 33
  hpwl_um: 2910
pwr:
  p_switching_uw: 120
  p_per_area_mw_per_mm2: 221
  p_comb_frac: 0.231
  irDropWorstVdd_uv: 72.1
  clockPowerShare: 0.319
  p_seq_frac: 0.450
  power_leakage_uw: 0.000891
  internal_power_uw: 351
  swShare: 0.255
final_timing:
  tightest_slew_ns: 0.372
  finalHoldViolations: 0
  setup_viol: 0
  grt_setup_unrepaired: "no"
  relSlewSlack: 0.749
  fin_crit_sh: 0.499
  post-route-min-period_ns: 3.35
  tns_ns: 0
  slew_viol_final: 0
  clock_skew_ns: 0.00527
  max_freq_mhz: 299
global_routing:
  grt_overflow: 0
  antenna_found_initial: 0
  grt_max_degree: 32
  grt_pass1_wl_um: 6420
  grt_pass1_vias: 1305
  gr-usage-all-layers: 0.0688
floorplanning:
  core_util_floorplan: 0.220
  rows: 31
  die_y_um: 107
  die_w_um: 107
  die_area_mm2: 0.0114
  design.portCount: 34
  core_mm2: 0.00729
worst_setup_path:
  startpoint_type: "input port"
  arrival_ns: 3.55
  end_kind: "register"
  worstPathMaxFanout: 5
  cp.required_ns: 6.91
  cpMaxStageDelayCell: "clkdlybuf4s50_1"
  worst-setup-path-type: "input port to register"
  slowest_delay_ns: 0.43
  regToRegSetupSlack_ns: 4.57
  worstPathCellList: "clkdlybuf4s50_1 > and2_1 > fa_1 > a21o_1 > a311o_1 > and2_4 > a41oi_2 > mux2i_1"
  worstRegToRegCells: 7
hold_path:
  hold_path.class: "register to register"
  hold_depth: 3
cells_and_area:
  drive_above_1_share: 0.0619
  areaGrowthSynthToFinish_pct: 32.8
  final_cell_area_mm2: 0.00213
route:
  drtPass1Iterations: 4
  drc: 0
  route.met2.wl_um: 1530
  drt_iter0_markers: 75
  routed.top_layer: "met4"
  drt-total-wl_um: 3720
  ant_nets: 0
  via_count: 1293
  post_drt_wl_per_cell_um: 12.0
  vias_per_cell: 4.18
  met3_length_um: 207
  wl_met1_um: 1930
  num_antenna_cells: 0
status:
  status: "complete, no violations"
-- power groups by stage --
| stage | Sequential [uW] | Clock (uW) | Combinational, uW |
|---|---|---|---|
| after CTS | 212 | 155 | 111 |
| after global routing | 214 | 164 | 124 |
| final | 212 | 151 | 109 |
-- cells in the final DEF (no fill, tap or decap), types with 4 or more instances in the layout --
| cell | count |
|---|---|
| dfxtp_1 | 32 |
| ha_1 | 15 |
| nand2_1 | 14 |
| clkbuf_8 | 6 |
| and2_1 | 19 |
| a21o_1 | 5 |
| nand2b_1 | 6 |
| nor3_1 | 4 |
| clkdlybuf4s50_1 | 33 |
| a21oi_1 | 13 |
| mux2i_1 | 5 |
| nor2_1 | 11 |
| nand3_1 | 5 |
| a31oi_1 | 4 |
| o21ai_0 | 4 |
-- layout make-up --
| class | count | area, um2 |
|---|---|---|
| sequential | 32 | 641 |
| clock buffer | 8 | 90.1 |
| fill | 790 | 5160 |
| multi-input combinational | 134 | 935 |
| inverter | 2 | 7.51 |
| tap | 99 | 124 |
| timing repair buffer | 34 | 338 |
-- routing by layer --
| metal | up-vias | GRT usage |
|---|---|---|
| li1 | 691 | - |
| met1 | 566 | 0.0963 |
| met2 | 31 | 0.104 |
| met3 | 5 | 0.0230 |
| met4 | 0 | 0.00774 |
| met5 | - | 0 |
-- worst paths after layout --
| path | start | end |
|---|---|---|
| setup / recovery | d[0] | sum[14]$_SDFF_PN0_ |
| hold / removal | delay[15]$_SDFF_PN0_ | sum[16]$_SDFF_PN0_ |
| setup reg to reg | delay[0]$_SDFF_PN0_ | sum[14]$_SDFF_PN0_ |
| hold reg to reg | delay[15]$_SDFF_PN0_ | sum[16]$_SDFF_PN0_ |
-- logic make-up (layout without fill, tap and decap cells) --
group                    after synthesis  after routing  synth area share
AND-OR/OR-AND                         44             44             0.188
XOR/XNOR                               6              6            0.0327
adder cells (fa/ha/maj)               16             16             0.129
buffers and inverters                  8             44            0.0202
flip-flops                            32             32             0.398
multiplexers                           5              5            0.0311
AND/OR/NAND/NOR                       63             63             0.201
-- through the flow --
| step | util | cells | hold slack (ns) | power [uW] | worst slack, ns |
|---|---|---|---|---|---|
| floorplan | - | 174 | 0.609 | 276 | 3.67 |
| global placement | 0.280 | 301 | 0.631 | 327 | 3.14 |
| detailed placement | 0.280 | 301 | 0.667 | 327 | 3.09 |
| CTS | 0.293 | 309 | 0.675 | 478 | 3.35 |
| global route | 0.293 | 309 | 0.713 | 501 | 3.21 |
| finish | 0.293 | 309 | 0.666 | 471 | 3.35 |
-- registers in the layout, indices dropped and copies added (netlist names) --
| register | cells |
|---|---|
| delay | 16 |
| sum | 16 |
-- worst max-delay path: cells and delay by family --
family | cells | cell delay [ns]
AND-OR/OR-AND | 3 | 0.80
adder cells (fa/ha/maj) | 1 | 0.41
buffers and inverters | 1 | 0.43
multiplexers | 1 | 0.22
AND/OR/NAND/NOR | 2 | 0.35
Power is estimated from default activity; no workload was simulated.
